<file path="flow/config.mk">
export PLATFORM = sky130hd
export DESIGN_NAME = led_blinky
export DESIGN_NICKNAME = led_blinky
export VERILOG_FILES = /design/flow/design.v
export SDC_FILE = /design/flow/constraint.sdc
export NUM_CORES = 4
export LEC_CHECK = 1
export CORE_UTILIZATION = 50
</file>
<file path="flow/constraint.sdc">
current_design led_blinky

set clk_period 9.5
set clk_io_pct 0.2

create_clock -name clk0 -period $clk_period [get_ports {i_CLK_1}]
create_clock -name clk1 -period $clk_period [get_ports {i_CLK_2}]
create_clock -name clk2 -period $clk_period [get_ports {i_sys_clk_50M}]

set non_clock_inputs [all_inputs -no_clocks]
set_input_delay [expr $clk_period * $clk_io_pct] -clock clk0 $non_clock_inputs
set_output_delay [expr $clk_period * $clk_io_pct] -clock clk0 [all_outputs]
</file>
<file path="flow/design.v">
`timescale 1ns / 1ps
module led_blinky(
    input  i_sys_clk_50M,   
	 output o_led_drive_D1,
	 output o_led_drive_D3,
	 output o_led_ext_drive,
	 output o_CLK_100K,	
	 output o_CLK_200K,
	 output  o_CLK_REF,
	 input i_CLK_1,
	 input i_CLK_2,
	 output o_PDM_1,	 
	 output o_PDM_2	  
    );
  parameter NBITS = 16;
  parameter c_CNT_1HZ   = 25_000_000;  
  parameter c_CNT_1625K = 15;
  parameter c_CNT_100K = 250;
  parameter c_CNT_200K = 125;
  parameter c_IDX_100 = 100;
  parameter MAX_x1 = 3270;
  parameter MAX_x2 = 6540;  
  parameter MAX_x3 = 9810;  
  parameter MAX_x4 = 13080;  
  parameter MAX_x5 = 16350;  
  parameter MAX_x6 = 19620;  
  parameter MAX_x7 = 22890;  
  parameter MAX_x8 = 26160;  
  parameter MAX_x9 = 2943;  
   reg [61:0] r_CNT_1HZ;
  reg [7:0]  r_CNT_1625K;
  reg [7:0]  r_CNT_100K;
  reg [7:0]  r_CNT_200K;
  reg[7:0]   r_Index_100;
  reg[NBITS-1:0] r_error1_PDM1;
  reg[NBITS-1:0] r_error0_PDM1; 
  reg[NBITS-1:0] r_error_PDM1; 
  reg[NBITS-1:0] r_din_reg_PDM1;
  reg            r_dout_PDM1;
  reg[NBITS-1:0] r_error1_PDM2;
  reg[NBITS-1:0] r_error0_PDM2; 
  reg[NBITS-1:0] r_error_PDM2;
  reg[NBITS-1:0] r_din_reg_PDM2;
  reg            r_dout_PDM2;  
  reg        r_TOGGLE_1HZ;   
  reg        r_TOGGLE_1625K;  
  reg        r_TOGGLE_100K;  
  reg        r_TOGGLE_200K;   
  wire       w_CLK_REF;
  wire       w_CLK_100K; 
  wire       w_CLK_200K; 
  wire[7:0]  w_Index_100;
  reg[NBITS-1:0] r_sin_val;
  wire [NBITS-1:0] w_sin_val;
  begin 
  always @(posedge i_sys_clk_50M)
    begin: GEN_1625K
		if(r_CNT_1625K >= c_CNT_1625K -1)
		  begin
			r_TOGGLE_1625K <= !r_TOGGLE_1625K;
			r_CNT_1625K    <= 0;
		  end
		else	
			r_CNT_1625K <= r_CNT_1625K+1;
    end: GEN_1625K
  always @ (posedge i_sys_clk_50M)
    begin: GEN1Hz
      if (r_CNT_1HZ == c_CNT_1HZ-1)  
        begin        
          r_TOGGLE_1HZ <= !r_TOGGLE_1HZ;
          r_CNT_1HZ    <= 0;
        end
      else
        r_CNT_1HZ <= r_CNT_1HZ + 1;
    end: GEN1Hz
always @(posedge i_sys_clk_50M)
    begin: GEN100K
		if(r_CNT_100K == c_CNT_100K -1)
		  begin
			r_TOGGLE_100K <= !r_TOGGLE_100K;
			r_CNT_100K    <= 0;
		  end
		else	
			r_CNT_100K <= r_CNT_100K+1;
    end: GEN100K
always @(posedge i_sys_clk_50M)
    begin: GEN200K
		if(r_CNT_200K == c_CNT_200K -1)
		  begin
			r_TOGGLE_200K <= !r_TOGGLE_200K;
			r_CNT_200K    <= 0;
		  end
		else	
			r_CNT_200K <= r_CNT_200K+1;
    end: GEN200K
 always @(posedge w_CLK_100K)
	begin: COUNTER100
	if (r_Index_100 >= c_IDX_100 - 1)
		begin
			r_Index_100 <= 0;
		end
	else
		r_Index_100 <= r_Index_100+1;		
	end: COUNTER100
 always @(w_Index_100)
	begin: LUT100
		case (w_Index_100)
			0:  r_sin_val = 0;
			1:  r_sin_val = 205;
			2:  r_sin_val = 410;
			3:  r_sin_val = 613;
			4:  r_sin_val = 813;
			5:  r_sin_val = 1010;
			6:  r_sin_val = 1204;
			7:  r_sin_val = 1392;
			8:  r_sin_val = 1575;
			9:  r_sin_val = 1752;
			10:  r_sin_val = 1922;
			11:  r_sin_val = 2084;
			12:  r_sin_val = 2238;
			13:  r_sin_val = 2384;
			14:  r_sin_val = 2520;
			15:  r_sin_val = 2645;
			16:  r_sin_val = 2761;
			17:  r_sin_val = 2866;
			18:  r_sin_val = 2959;
			19:  r_sin_val = 3040;
			20:  r_sin_val = 3110;
			21:  r_sin_val = 3167;
			22:  r_sin_val = 3212;
			23:  r_sin_val = 3244;
			24:  r_sin_val = 3264;
			25:  r_sin_val = 3270;
			26:  r_sin_val = 3264;
			27:  r_sin_val = 3244;
			28:  r_sin_val = 3212;
			29:  r_sin_val = 3167;
			30:  r_sin_val = 3110;
			31:  r_sin_val = 3040;
			32:  r_sin_val = 2959;
			33:  r_sin_val = 2866;
			34:  r_sin_val = 2761;
			35:  r_sin_val = 2645;
			36:  r_sin_val = 2520;
			37:  r_sin_val = 2384;
			38:  r_sin_val = 2238;
			39:  r_sin_val = 2048;
			40:  r_sin_val = 1922;
			41:  r_sin_val = 1752;
			42:  r_sin_val = 1575;
			43:  r_sin_val = 1392;
			44:  r_sin_val = 1204;
			45:  r_sin_val = 1010;
			46:  r_sin_val = 813;
			47:  r_sin_val = 613;
			48:  r_sin_val = 410;
			49:  r_sin_val = 205;
			50:  r_sin_val = 0;
			51:  r_sin_val = -205;
			52:  r_sin_val = -410;
			53:  r_sin_val = -613;
			54:  r_sin_val = -813;
			55:  r_sin_val = -1010;
			56:  r_sin_val = -1204;
			57:  r_sin_val = -1392;
			58:  r_sin_val = -1575;
			59:  r_sin_val = -1752;
			60:  r_sin_val = -1922;
			61:  r_sin_val = -2084;
			62:  r_sin_val = -2238;
			63:  r_sin_val = -2520;
			64:  r_sin_val = -2645;
			65:  r_sin_val = -2645;
			66:  r_sin_val = -2761;
			67:  r_sin_val = -2866;
			68:  r_sin_val = -2959;
			69:  r_sin_val = -3040;
			70:  r_sin_val = -3110;
			71:  r_sin_val = -3167;
			72:  r_sin_val = -3212;
			73:  r_sin_val = -3244;
			74:  r_sin_val = -3264;
			75:  r_sin_val = -3270;
			76:  r_sin_val = -3264;
			77:  r_sin_val = -3244;
			78:  r_sin_val = -3212;
			79:  r_sin_val = -3167;
			80:  r_sin_val = -3110;
			81:  r_sin_val = -3040;
			82:  r_sin_val = -2959;
			83:  r_sin_val = -2866;
			84:  r_sin_val = -2761;
			85:  r_sin_val = -2645;
			86:  r_sin_val = -2520;
			87:  r_sin_val = -2384;
			88:  r_sin_val = -2238;
			89:  r_sin_val = -2084;
			90:  r_sin_val = -1922;
			91:  r_sin_val = -1752;
			92:  r_sin_val = -1575;
			93:  r_sin_val = -1392;
			94:  r_sin_val = -1204;
			95:  r_sin_val = -1010;
			96:  r_sin_val = -813;
			97:  r_sin_val = -613;
			98:  r_sin_val = -410;
			99:  r_sin_val = -205;
			default: 
				begin
				end
	   endcase
	end: LUT100
 always @(posedge i_CLK_1)
  begin: PDM1_part1
    r_din_reg_PDM1 <= r_sin_val;
    r_error1_PDM1 <= r_error_PDM1 + MAX_x4 - r_din_reg_PDM1;
    r_error0_PDM1 <= r_error_PDM1 - r_din_reg_PDM1;
  end: PDM1_part1
 always @(posedge i_CLK_1)
  begin: PDM1_part2  
		if (r_din_reg_PDM1 >= r_error_PDM1) 
			begin
				r_dout_PDM1 <= 1'b1;
				r_error_PDM1 <= r_error1_PDM1;
			end
		else
			begin
				r_dout_PDM1 <= 1'b0;
				r_error_PDM1 <= r_error0_PDM1;
			end
  end: PDM1_part2  
 always @(posedge i_CLK_2)
  begin
    r_din_reg_PDM2 <= r_sin_val;
    r_error1_PDM2 <= r_error_PDM2 + MAX_x4 - r_din_reg_PDM2;
    r_error0_PDM2 <= r_error_PDM2 - r_din_reg_PDM2;
  end 
 always @(posedge i_CLK_2)
  begin   
		if (r_din_reg_PDM2 >= r_error_PDM2) 
			begin
				r_dout_PDM2 <= 1'b1;
				r_error_PDM2 <= r_error1_PDM2;
			end
		else
			begin
				r_dout_PDM2 <= 1'b0;
				r_error_PDM2 <= r_error0_PDM2;
			end
  end
  assign o_led_drive_D1 = r_TOGGLE_1HZ;
  assign o_led_drive_D3 = !r_TOGGLE_1HZ;
  assign o_led_ext_drive = r_TOGGLE_1HZ;
  assign o_CLK_REF = r_TOGGLE_1625K;
  assign w_CLK_100K = r_TOGGLE_100K;
  assign o_CLK_100K = r_TOGGLE_100K;
  assign o_CLK_200K = r_TOGGLE_200K;
  assign w_Index_100 = r_Index_100;
  assign w_sin_val = r_sin_val;
  assign o_PDM_1 = r_dout_PDM1;
  assign o_PDM_2 = r_dout_PDM2;  
 end  
endmodule
</file>
<file path="flow/run.sh">
#!/bin/bash
# OpenROAD 26Q1-2900-gdf79404cd8, Yosys 0.63+post, stock flow scripts
make -C /OpenROAD-flow-scripts/flow DESIGN_CONFIG=/design/flow/config.mk WORK_HOME=/design/flow/orfs finish
</file>
==> impl_metrics.json <==
{
  "start_kind": "register",
  "cp.depth": 1,
  "skew_ns": 0.00852,
  "path_clk_slew_ns": 0.06,
  "xor_share": 0.0870,
  "grt_max_degree": 46,
  "port-buffer-count": 8,
  "core-area_sq_um": 23600,
  "mux_share": 0.0306,
  "num_vias": 9192,
  "relSlewSlack": 0.432,
  "worstPathRequired_ns": 7.60,
  "ys_types": 93,
  "drt_pass1_iterations": 6,
  "die_w_microns": 157,
  "pin_count": 11,
  "wl_per_cell_microns": 15.2,
  "antenna_left": 0,
  "yosys-stat-cells": 1342,
  "setup_viol": 0,
  "crit_path_end": "o_CLK_100K",
  "startpoint": "r_TOGGLE_100K",
  "cp-end-kind": "primary output",
  "setup-tns-final_ns": 0,
  "criticalPathCategory": "reg2out",
  "worst_path_largest_cell_delay_ns": 0.51,
  "yosys_area_sq_um": 12100,
  "drc": 0,
  "final_cell_mix": "dfxtp_1, inv_1, nor2_1, nand2_1, ha_1",
  "slowest_stage": "clkdlybuf4s50_1",
  "final_hold_viol_count": 0,
  "path_buffers": 1,
  "syn_to_final_growth_pct": 10.8,
  "yosys.area_share.aoi": 0.118,
  "yosys_warnings": 1,
  "synth_flops": 231,
  "tightest_slew_ns": 0.850,
  "n_fill_cell": 2092,
  "crit_chain": "clkdlybuf4s50_1",
  "grt_overflow_total": 0,
  "r2r_start": "r_error_PDM2[0]",
  "drt_iter0_drc": 692,
  "grtUsageTotal": 0.225,
  "die_y_microns": 157,
  "r2r_end": "r_error_PDM2[6]",
  "unclocked_pins": 21,
  "cap_violations": 0,
  "adder_share": 0.119,
  "finalMaxSlewViolations": 0,
  "hold_class": "reg2reg",
  "reg2reg_depth": 10,
  "edf_count": 4,
  "leakagePower_uw": 0.00552,
  "power_density_nw_per_um2": 143,
  "simple_gate_area_frac": 0.207,
  "chip_area_sq_um": 24800,
  "synthArstFlopShare": 0,
  "post_synth_main_logic_family": "simple AND/OR/NAND/NOR gates",
  "cts_hold_buf": 0,
  "ff_type": "dfxtp_1",
  "num_rows": 56,
  "dp_hpwl_microns": 19300,
  "drive_above_1_share": 0.0801,
  "fp_util": 0.512,
  "post_cts_resized": 0,
  "grt_pass1_wl_microns": 42800,
  "untimed_endpoints": 46,
  "cts_tree": "done",
  "gp_congestion": 0.963,
  "synth.cell_area_sq_um": 12100,
  "ir_worst_vdd_v": 0.000137,
  "crit_fanout": 10,
  "grt_antenna_before_repair": 0,
  "crit_family": "buffers and inverters",
  "rsz0062_at_grt": "no",
  "final_cell_count_no_fill": 1692,
  "total_power_uw": 1910,
  "layout.cells.most_common": "dfxtp_1",
  "syn_area_per_cell_sq_um": 9.00,
  "post_cts_buffers": 0,
  "via_per_inst": 5.43,
  "dp_cells": 1645,
  "n_antenna_cell": 0,
  "grt_pass1_vias": 8723,
  "netlist_instances": 1342,
  "cp.arrival_ns": 1.35,
  "tool_warnings": 62,
  "status": "finished, final reports clean",
  "r2r_slack_ns": 6.40,
  "wl_microns": 25700
}
flip-flops by register name, indices dropped and copies added (netlist names):
name / count
r_dout_PDM2: 1
r_din_reg_PDM1: 13
r_TOGGLE_1HZ: 1
r_CNT_1HZ: 62
r_error0_PDM2: 16
r_dout_PDM1: 1
r_TOGGLE_100K: 1
r_CNT_1625K: 8
r_sin_val: 13
r_error_PDM2: 16
r_din_reg_PDM2: 13
r_TOGGLE_200K: 1
r_error0_PDM1: 16
r_error_PDM1: 16
r_TOGGLE_1625K: 1
r_error1_PDM1: 14
r_error1_PDM2: 14
r_CNT_200K: 8
r_CNT_100K: 8
r_Index_100: 8
cell type report:
cell class              instances  area (sq um)  area share
clock buffers                  30           697      0.0521
clock inverters                17           229      0.0171
inverters                     134           503      0.0376
multi-input cells             943          6810       0.508
flip-flops and latches        231          4600       0.344
well taps                     319           399      0.0298
repair buffers                 18           155      0.0116
Yosys cell counts (5+ instances only):
master,count,area (sq um)
mux2_2,27,304
a21oi_1,54,270
buf_2,14,70.1
nand2_1,90,338
and4_1,7,61.3
a21o_1,10,75.1
nand4_1,34,213
o21a_1,9,67.6
inv_1,134,503
or2_2,5,31.3
nor4_1,29,181
nor3b_1,9,67.6
or3_1,12,75.1
nand2b_1,17,106
and3_1,15,93.8
o21ai_0,45,225
nor2b_1,14,87.6
clkbuf_1,13,48.8
nand3_1,55,275
a211oi_1,9,67.6
nor2_1,108,405
ha_1,83,1040
o21bai_1,5,37.5
dfxtp_1,214,4280
xnor2_1,73,639
dlxtn_1,13,195
xor2_1,47,412
fa_1,20,400
nor3_1,39,195
nand3b_1,6,45.0
o211ai_1,8,60.1
how the worst min path moves through the flow:
stage,cells past startpoint,endpoint,slack (ns),startpoint
4_1_cts,0,r_error_PDM2[1],0.32,r_error0_PDM2[1]
5_1_grt,0,r_error_PDM1[0],0.33,r_error0_PDM1[0]
6_report,0,r_error_PDM1[0],0.32,r_error0_PDM1[0]
kinds of logic after synthesis:
| group | after synthesis |
|---|---|
| AOI/OAI and AO/OA | 208 |
| xor gates and xnor gates | 120 |
| adders and majority gates | 103 |
| buffers and inverters | 171 |
| DFF | 218 |
| latches | 13 |
| muxes | 33 |
| other | 1 |
| and+or+nand+nor | 475 |
through the flow:
stage / utilization / setup WS, ns / instance area [sq um] / hold slack [ns]
after floorplan: - / 6.81 / 12100 / 0.310
after global placement: 0.528 / 6.45 / 12500 / 0.310
after detailed placement: 0.528 / 6.37 / 12500 / 0.312
after CTS: 0.567 / 6.22 / 13400 / 0.324
after global routing: 0.567 / 6.14 / 13400 / 0.328
final: 0.567 / 6.25 / 13400 / 0.324
power breakdown:
part,switching [uW],internal (uW)
registers,0.759,885
clock network,374,648
logic,0.782,1.32
total,375,1530
routing by layer:
layer	track usage	part of all wire	up-vias
li1	-	-	4685
met1	0.326	0.47	4210
met2	0.350	0.46	218
met3	0.0359	0.038	79
met4	0.0744	0.036	0
met5	0	0	-
Power is estimated from default activity; no workload was simulated.
